`design/flow/config.mk`:
```
export PLATFORM = sky130hd
export DESIGN_NAME = enable_toggle_debouncer
export DESIGN_NICKNAME = enable_toggle_debouncer
export VERILOG_FILES = /design/flow/design.v
export SDC_FILE = /design/flow/constraint.sdc
export NUM_CORES = 4
export LEC_CHECK = 1
export CORE_AREA = 10 10 91 91
export DIE_AREA = 0 0 101 101
```
`design/flow/constraint.sdc`:
```
current_design enable_toggle_debouncer

set clk_period 3.8
set clk_io_pct 0.2

create_clock -name clk0 -period $clk_period [get_ports {clk}]

set non_clock_inputs [all_inputs -no_clocks]
set_input_delay [expr $clk_period * $clk_io_pct] -clock clk0 $non_clock_inputs
set_output_delay [expr $clk_period * $clk_io_pct] -clock clk0 [all_outputs]
```
`design/flow/design.v`:
```
`timescale 1ns / 1ps
module debouncer #(parameter N = 20)(
    input clk,
    input PB,   
    output reg PB_state,   
    output PB_down,   
    output PB_up    
);
    reg PB_sync_0;  
    always @(posedge clk) PB_sync_0 <= ~PB;   
    reg PB_sync_1;  
    always @(posedge clk) PB_sync_1 <= PB_sync_0;
    reg [N-1:0] PB_cnt;
    wire PB_idle = (PB_state == PB_sync_1);
    wire PB_cnt_max = &PB_cnt;   
    always @(posedge clk) begin
        if (PB_idle)
            PB_cnt <= 0;   
        else begin
            PB_cnt <= PB_cnt + 1;   
            if (PB_cnt_max) PB_state <= ~PB_state;   
        end
    end
    assign PB_down = ~PB_idle & PB_cnt_max & ~PB_state;
    assign PB_up   = ~PB_idle & PB_cnt_max &  PB_state;
endmodule
module enable_toggle_debouncer(
    input wire clk,
    input wire button,
    output reg enable
);
    wire debounced_button_up;
    debouncer db(
        .clk(clk),
        .PB(button),
        .PB_state(),
        .PB_down(),
        .PB_up(debounced_button_up)
    );
    initial begin
        enable = 1;  
    end
    reg prev_debounced_button_up = 0;
    always @(posedge clk) begin
        prev_debounced_button_up <= debounced_button_up;
        if(prev_debounced_button_up && !debounced_button_up) begin
            enable <= ~enable;    
        end
    end
endmodule
```
`design/flow/run.sh`:
```
#!/bin/bash
# OpenROAD 26Q1-2900-gdf79404cd8, Yosys 0.63+post, stock flow scripts
make -C /OpenROAD-flow-scripts/flow DESIGN_CONFIG=/design/flow/config.mk WORK_HOME=/design/flow/orfs finish
```
==> run summary <==
Yosys Chip Area - 0.00102 sq mm
PortBufs - 2
Crit path kind - reg -> reg
Area Overhead vs Synth - 15.1%
Routed vias/inst - 3.75
Pwr dens - 368 mW/mm^2
Warnings, synthesis - 2
Total core area - 0.00635 sq mm
Outcome - finished, final reports clean
CTS resizes - 0
Static leakage - 0.356 nW
Clock group share of total power - 35.0%
Max-slew headroom - 77.2%
Antenna Nets Post-Route - 0
DP HPWL - 1070 microns
Setup TNS - 0 ns
Initial DRC Count - 58
Grt ovf - 0
Total number of vias - 727
I/O pins - 3
Die width - 101 microns
Largest net degree at the start of global routing - 21
Sequential share of power - 62.7%
Num CTS Buffers - 3
Min Tclk post-route - 1.97 ns
Rows - 29
Top cells excl fill/tap - dfxtp_1, nor2_1, xnor2_1
Tcrit/Tclk final - 51.9%
CP Max Fanout - 7
Placer Congestion - 0.775
Critical Path Source Type - register
WL per Instance - 8.23 microns
FP Util - 16.1%
Share of layout cells above drive strength 1 - 5.13%
Worst EP required - 3.82 ns
Hold path endpoint - db.PB_sync_1
Die ar. - 0.0102 sq mm
Initial antenna violation count - 0
Most frequent logic cell in the layout - dfxtp_1
# Cells Yosys - 114
Cell Type Count - 24
Power share of the combinational group - 2.3%
Vias in the first global route - 674
DRT Pass-1 Iters - 2
Worst vdd rail ir drop - 0.000202 V
Number of max-cap violations - 0
Post-CTS Setup Bufs - 0
Worst-Skew Late Latency - 0.26 ns
Global-route wire length before repair - 2960 microns
Clk_skew - 0.00153 ns
Final Hold Vio Count - 0
Total wire length - 1600 microns
Final Util - 18.6%
# diodes - 0
R2R Path End - enable
Cell depth of the worst flop-to-flop path - 5
CTS tree - built
Critical Path End Type - register
Die height - 101 microns
WHS Path Cells - 0
Clk slew on worst S/H paths - 0.08 ns
Root buffer cell - clkbuf_8
HP Start - db.PB_sync_0
GRT Total Usage - 3.42%
Clock buffer depth - 2
Residual DRC - 0
Post-Synthesis Cells - 114
Internal power - 0.346 mW
Sw Ratio - 20.2%
Mapped Area - 0.00102 sq mm
Tool warnings - 25
R2R setup slack - 1.83 ns
Register share after synthesis - 50.8%
Ys flops - 25
Crit Reg-Reg Startpoint - db.PB_cnt[0]
P_sw - 0.0875 mW
Worst-margin pin slew - 0.338 ns
RSZ-0062 raised after global routing - false
Hold WC Path Type - reg -> reg
# fillers - 679
Avg Inst Size Synth - 8.99 sq um
Depth of the CTS H-tree - 1
Slew Limit Fails - 0
CTS Hold Bufs - 0
Crit path DAT - 2.00 ns
Max Clock Freq - 0.507 GHz
Clk sink count - 25
Final setup viols - 0
==> power groups by stage <==
stage | Sequential [mW] | Combinational [mW] | Clock (mW)
6_report | 0.272 | 0.0100 | 0.152
5_1_grt | 0.273 | 0.0117 | 0.174
4_1_cts | 0.272 | 0.0103 | 0.161
==> worst max path at each step <==
stage     slack [ns]          from  depth (start not counted)     end
5_1_grt         1.65  db.PB_cnt[0]                          5  enable
6_report        1.83  db.PB_cnt[0]                          5  enable
4_1_cts         1.85  db.PB_cnt[0]                          5  enable
==> worst max-delay path: stages (launching register included) <==
cell	delay, ns
dfxtp_1	0.39
ha_1	0.21
nand3_1	0.26
or3_1	0.49
nor4_1	0.29
nor2b_1	0.09
==> per-stage QoR <==
step	instance area, sq um	hold slack (ns)	cells	setup WS (ns)	power (mW)
after global placement	1130	0.313	190	1.86	0.289
after detailed placement	1130	0.313	190	1.86	0.288
after floorplan	1020	0.310	114	2.08	0.285
after global routing	1180	0.344	194	1.65	0.459
final	1180	0.332	194	1.83	0.434
after CTS	1180	0.334	194	1.85	0.443
==> synthesized netlist by cell type, drive strengths merged <==
cell,n,area [sq um]
dfxtp,23,460
nor2,13,48.8
xnor2,11,96.3
or3,8,50.1
a21oi,7,35.0
nand2,7,26.3
nand3,7,35.0
inv,6,22.5
nor4,6,37.5
o21ai,6,30.0
clkbuf,4,15.0
edfxtp,2,60.1
nand4,2,18.8
nor3,2,10.0
xor2,2,17.5
and2,1,6.26
and3,1,6.26
and4,1,8.76
ha,1,12.5
nand2b,1,6.26
nor2b,1,6.26
o31ai,1,7.51
or4,1,7.51
==> final cells by class <==
type,count,area [sq um],share of cell area [%]
inverters,6,22.5,1.91
clock buffers,3,41.3,3.50
well taps,77,96.3,8.17
repair buffers,3,27.5,2.33
flip-flops and latches,25,520,44.1
clock inverters,1,5.00,0.424
multi-input cells,79,467,39.6
==> flip-flops by register name, indices dropped and copies added, names as in the netlist <==
name / cells
db.PB_cnt: 20
db.PB_state: 1
db.PB_sync_0: 1
db.PB_sync_1: 1
enable: 1
prev_debounced_button_up: 1
==> cell families after synthesis <==
family	after synthesis	synth area share, %
fa+ha+maj	1	1.22
simple gates	51	26.1
compound gates	14	7.08
buf+inv	10	3.66
xor+xnor	13	11.1
flops	25	50.8
==> layer usage <==
metal / up-vias / share of wire (%) / track usage [%]
li1: 397 / - / -
met1: 323 / 52 / 4.48
met2: 5 / 41 / 5.31
met3: 2 / 5.1 / 1.39
met4: 0 / 1.6 / 0.536
met5: - / 0 / 0
No activity file was given, so power comes from the tool's default toggle rates.
