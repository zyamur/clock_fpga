[/design/flow/run.sh]
#!/bin/bash
# OpenROAD 26Q1-2900-gdf79404cd8, Yosys 0.63+post, stock flow scripts
make -C /OpenROAD-flow-scripts/flow DESIGN_CONFIG=/design/flow/config.mk WORK_HOME=/design/flow/orfs finish
[/design/flow/config.mk]
export PLATFORM = sky130hd
export DESIGN_NAME = display
export DESIGN_NICKNAME = display
export VERILOG_FILES = /design/flow/design.v
export SDC_FILE = /design/flow/constraint.sdc
export NUM_CORES = 4
export LEC_CHECK = 1
export CORE_UTILIZATION = 40
[/design/flow/constraint.sdc]
current_design display

set clk_period 6.7
set clk_io_pct 0.2

create_clock -name clk0 -period $clk_period [get_ports {clk}]

set non_clock_inputs [all_inputs -no_clocks]
set_input_delay [expr $clk_period * $clk_io_pct] -clock clk0 $non_clock_inputs
set_output_delay [expr $clk_period * $clk_io_pct] -clock clk0 [all_outputs]
[/design/flow/design.v]
module clock_divider(
    input wire clk,
    input wire speed_up,
    input wire enable,   
    output reg one_second_pulse
);
    reg [26:0] counter = 0;
    reg [26:0] count_limit;
    reg prev_speed_up = 0;
    always @(posedge clk) begin
        if (speed_up)
            count_limit <= 1666666;   
        else
            count_limit <= 100000000;  
        if (prev_speed_up && !speed_up) begin
            if (counter >= count_limit) begin
                counter <= count_limit - 2;  
            end
        end
        if (enable) begin
            if (counter == count_limit - 1) begin
                counter <= 0;
                one_second_pulse <= 1;
            end else begin
                counter <= counter + 1;
                one_second_pulse <= 0;
            end
        end else begin
            one_second_pulse <= 0;  
        end
        prev_speed_up <= speed_up;
    end
endmodule
module display(
    input wire clk,
    input wire speed_up,
    input wire enable,
    input wire hour_inc,
    input wire hour_dec,
    input wire min_inc,
    input wire min_dec,
    input wire reset_switch,	
    input wire [5:0] second_switches,
    output reg [6:0] segments,
    output reg [3:0] anodes,
    output reg [5:0] leds
);
    reg [7:0] hours = 0;
    reg [7:0] minutes = 0;
    reg [7:0] seconds = 0;
    reg [1:0] digit_select = 0;
    reg [17:0] refresh_counter = 0;  
    reg [3:0] current_digit;
    wire one_second_pulse;
    reg prev_hour_inc = 0;
    reg prev_hour_dec = 0;
    reg prev_min_inc = 0;
    reg prev_min_dec = 0;
    reg prev_reset_switch = 0;
    clock_divider clk_div(
        .clk(clk),
        .speed_up(speed_up),
        .enable(enable),
        .one_second_pulse(one_second_pulse)
    );
    wire [6:0] seg;
    seven_segment_decoder decoder (
        .binary_input(current_digit),
        .segments(seg)
    );
    always @(posedge clk) begin
	if(prev_reset_switch && reset_switch) begin
	    hours <= 0;
	    minutes <= 0;
	    seconds <= 0;
	end
        if (enable) begin
            if (one_second_pulse) begin
                if (seconds == 59) begin
                    seconds <= 0;
                    if (minutes == 59) begin
                        minutes <= 0;
                        if (hours == 23) begin
                            hours <= 0;
                        end else begin
                            hours <= hours + 1;
                        end
                    end else begin
                        minutes <= minutes + 1;
                    end
                end else begin
                    seconds <= seconds + 1;
                end
            end
        end else begin
            if (prev_hour_inc && !hour_inc) begin
                if (hours == 23)
                    hours <= 0;
                else
                    hours <= hours + 1;
            end else if (prev_hour_dec && !hour_dec) begin
                if (hours == 0)
                    hours <= 23;
                else
                    hours <= hours - 1;
            end
            if (prev_min_inc && !min_inc) begin
                if (minutes == 59)
                    minutes <= 0;
                else
                    minutes <= minutes + 1;
            end else if (prev_min_dec && !min_dec) begin
                if (minutes == 0)
                    minutes <= 59;
                else
                    minutes <= minutes - 1;
            end
            seconds <= second_switches;
        end
        prev_hour_inc <= hour_inc;
        prev_hour_dec <= hour_dec;
        prev_min_inc <= min_inc;
        prev_min_dec <= min_dec;
	prev_reset_switch <= reset_switch;
    end
    always @(posedge clk) begin
        if (refresh_counter == 199999) begin  
            refresh_counter <= 0;
            digit_select <= digit_select + 1;
        end else begin
            refresh_counter <= refresh_counter + 1;
        end
    end
always @(*) begin
    case (digit_select)
        2'b00: begin
            anodes = 4'b0111;  
            current_digit = hours / 10;  
        end
        2'b01: begin
            anodes = 4'b1011;  
            current_digit = hours % 10;  
        end
        2'b10: begin
            anodes = 4'b1101;  
            current_digit = minutes / 10;  
        end
        2'b11: begin
            anodes = 4'b1110;  
            current_digit = minutes % 10;  
        end
    endcase
    segments = seg;
    leds = seconds[5:0];  
end
endmodule
module seven_segment_decoder(
    input wire [3:0] binary_input,
    output reg [6:0] segments
);
    always @(*) begin
        case (binary_input)
            4'b0000: segments = 7'b1000000;  
            4'b0001: segments = 7'b1111001;  
            4'b0010: segments = 7'b0100100;  
            4'b0011: segments = 7'b0110000;  
            4'b0100: segments = 7'b0011001;  
            4'b0101: segments = 7'b0010010;  
            4'b0110: segments = 7'b0000010;  
            4'b0111: segments = 7'b1111000;  
            4'b1000: segments = 7'b0000000;  
            4'b1001: segments = 7'b0010000;  
            default: segments = 7'b1111111;  
        endcase
    end
endmodule
==> results.txt <==
Flow results.

- The number of diodes is 0.
- The longest incremental delay of any stage on the critical path is reported as ~0.4 ns.
- The wire-length estimate of the detail-placed layout is ~13 mm.
- The DRC violation total left in the routed layout is recorded as 0.
- The iteration count recorded for the first detailed-route pass is 7.
- The height of the die is about 140 µm.
- On the critical path, the stage with the largest delay is an instance of sky130_fd_sc_hd__or3_4.
- The number of global-route vias before repair came to a little over 6000.
- The number of distinct standard cells referenced by the synthesized netlist is 85.
- The setup-violating endpoint count in the final report is 7.
- Summing all non-filler instances in the final layout gives an area of between 0.008 and 0.009 mm².
- The worst hold path cell count is 1.
- sky130_fd_sc_hd__nand2_1 is the most common cell in the netlist.
- The final timing report lists a max-slew violation count of 0.
- For this run, the detailed router reports a per-instance via density of 5.46.
- Entering global routing, the biggest net connects around 64 pins.
- The most common cell type on the critical path is sky130_fd_sc_hd__ha_4.
- In this run the power density over the cells is about 260 mW/mm².
- The share of synthesized area in the top cell type comes to 0.144.
- After layout, the setup clock skew is reported as around 0.008 ns.
- The worst path in the final design needs a cycle of 7.13 ns, including I/O delays and setup.
- The worst setup margin is -0.431 ns.
- The H-tree was split into 3 levels.
- The analysis attributes to cell leakage a power of about 3.5 nW.
- The first global-routing pass estimated between 30 and 40 mm of wire.
- The count of hold buffers inserted by post-cts repair is 0.
- The number of hold-slack violations in the final timing report is 0.
- In the final routed layout, each cell accounts on average for approximately 14 µm.
- The flow ran to the end, but the final reports show violations.
- The cell area after synthesis is 0.00732 mm².
- The die footprint is roughly 0.019 mm².
- The chip width is between 100 and 150 µm.
- Per the log, the first TritonRoute iteration ended with a DRC count of 504.
- The placed cell area is 0.00841 mm².
- The cell type with the highest aggregate area in the netlist is sky130_fd_sc_hd__edfxtp_1.
- Across all checked pins, the minimum headroom to the slew limit is 0.425.
- For this run, the register share of the synthesized area comes to 0.267.
- The total detailed-routing wirelength is roughly 18 mm.
- After synthesis, the mean cell area works out to slightly below 8 µm².
- The type of the most critical hold path is register to register.
- The initial antenna violation count was 0.
- The stage-log warning count is 43.
- By count the netlist is led by sky130_fd_sc_hd__nand2_1, sky130_fd_sc_hd__nor2_1, sky130_fd_sc_hd__o21ai_0.
- Looking at the max-slew report, the worst-margin pin has a slew of between 0.8 and 0.9 ns.
- For this run, the leading register cell type out of synthesis is sky130_fd_sc_hd__dfxtp_1.
- Setup repair after global routing could not meet its margin everywhere.
- The beginning of the worst register-to-register path is clk_div.count_limit[19].
- After synthesis, the share of flip-flops with an asynchronous set or reset is 0.
- The clock latency at the later pin of the worst-skew pair is about 0.34 ns.
- In this build the clock could be raised as far as between 0.1 and 0.15 GHz.
- The CTS tree is done.
- Once detail routing completed, the nets flagged for antenna violations numbered 0.
- In this run the VDD rail shows a maximum IR drop of 0.177 mV.
- The report counts max-capacitance violations totalling 0.
- Input and output buffers added on the ports amount to 30.
- The number of clock sinks came to 80.
- The sum of negative setup slack is -2.57 ns.
- Yosys reported a register bit count of roughly 80.
- The final reports fail on setup timing.
- Counting flops with a built-in enable in the synthesized netlist gives 35.
- The critical path endpoint has a required time of about 5.4 ns.
- After global routing the overflow that remains totals 0.
- On the critical path the data arrives at between 5 and 6 ns.
- In the global route stage, overall resource usage came out at 0.200.
- The Yosys warning count is 3.
- The core box area is ~0.018 mm².
- The final timing summary puts the cycle share of the worst path at 1.06.
- The startpoint-to-endpoint class of the critical path is register to output port.
- The master cell of the clock root buffer is sky130_fd_sc_hd__clkbuf_16.
- The hold-critical path endpoint is refresh_counter[0].
- The type of element launching the critical path is a register.
- From synthesis to final layout, the design area changed by 21.6%.
- The routed layout has roughly 6900 vias.
- The last weighted congestion value of the routability-driven placer is between 0.9 and 1.
- Max fanout on the critical path was recorded as 4.
- STA classifies the critical path endpoint as an output port.
- The synthesis report lists the most area-consuming cells as sky130_fd_sc_hd__edfxtp_1, sky130_fd_sc_hd__dfxtp_1, sky130_fd_sc_hd__ha_1.
- 31 I/O pins were placed.
- The worst flop-to-flop path endpoint is clk_div.counter[17].
- Synthesis handed over a netlist of between 900 and 1000 instances.
- The number of buffers added by the clock tree synthesis step is 9.
- For this design, Yosys synthesis ends with a cell count of approximately 930.
- Per the hold report, the tightest min-delay path originates at refresh_counter[0].
- The worst-case reg-to-reg setup slack stands at about 2.9 ns.
- Of the cells placed in the final design, the portion with a size suffix greater than 1 is 0.191.
- The initial standard-cell utilization of the core is 0.408.
- Per the post-CTS timing run, clock transition at the registers of the reported paths is 0.06 ns.
- The synthesis area per yosys is ~0.0073 mm².
- Counting cells, the worst reg-to-reg path comes to 13.
- For reference, the placement row count at floorplan is slightly below 50.
- The buffer depth of the longest clock path is 2.
==> metrics by stage <==
step                worst slack, ns  power (mW)  std cells  utilization  hold slack [ns]
finish                       -0.431        2.34       1264        0.496            0.473
global route                 -0.852        2.54       1264        0.496            0.474
CTS                          -0.649        2.33       1261        0.494            0.472
detailed placement           -0.499        1.77       1229        0.468            0.464
global placement             -0.391        1.77       1229        0.468            0.450
floorplan                    -0.459        1.34        932            -            0.430
==> placed cells by master (no fill, tap or decap), drive strengths merged, types with 6 or more instances in the layout <==
master         instances
a22oi                  7
nor3                  29
and3                  20
nand2                102
a211oi                11
xor2                  30
a31oi                 11
nand2b                12
nor4                   7
xnor2                 32
clkdlybuf4s50         22
clkbuf                13
nand4                 12
dfxtp                 45
nor2                  79
o211ai                 6
and2                   7
o21ai                 79
edfxtp                35
o22ai                 23
buf                  116
a21oi                 58
ha                    44
inv                   54
nor2b                 10
o31ai                  7
or3                    7
mux2i                 17
a21o                   7
mux2                   8
nand3                 46
==> worst max path at each step <==
stage | start | to | slack [ns] | cells past startpoint
CTS | digit_select[1] | segments[3] | -0.65 | 28
global route | digit_select[1] | segments[4] | -0.85 | 30
finish | digit_select[1] | segments[4] | -0.43 | 31
==> repair_timing <==
item                       CTS  global route
hold endpoints to repair     0             0
setup endpoints to repair    7             7
gates resized               47             6
pin swaps                   21            19
buffers inserted            17             4
==> sequential cells by signal, indices dropped and copies added, names as in the netlist <==
register,flops
hours,8
clk_div.one_second_pulse,1
clk_div.count_limit,2
clk_div.prev_speed_up,1
clk_div.counter,27
prev_min_inc,1
prev_hour_inc,1
seconds,8
minutes,8
prev_reset_switch,1
digit_select,2
refresh_counter,18
prev_hour_dec,1
prev_min_dec,1
==> where the power goes <==
part	leakage (nW)	total [mW]	switching [mW]	internal (mW)
registers	0.713	0.605	0.0548	0.550
clock network	0.130	0.452	0.191	0.261
logic	2.67	1.28	0.626	0.657
==> worst max-delay path, delay by kind of cell, from the launching register on <==
family	cells	cell delay, ns
AOI/OAI and AO/OA	9	1.88
xor gates and xnor gates	2	0.32
adders and majority gates	5	0.78
buffers and inverters	6	0.46
DFF	1	0.39
muxes	4	0.80
and+or+nand+nor	5	0.81
==> logic make-up (layout without fill, tap and decap cells) <==
group | after synthesis | in the layout | synth area share
AOI/OAI and AO/OA | 262 | 262 | 0.241
xor gates and xnor gates | 62 | 62 | 0.0742
adders and majority gates | 48 | 48 | 0.0807
buffers and inverters | 104 | 207 | 0.0605
and+or+nand+nor | 351 | 351 | 0.235
muxes | 25 | 25 | 0.0417
DFF | 80 | 80 | 0.267
==> final cells by class <==
| class | instances | area [µm²] |
|---|---|---|
| clock inverters | 3 | 18.8 |
| inverters | 53 | 206 |
| flip-flops and latches | 80 | 1950 |
| fillers | 1663 | 9060 |
| clock buffers | 13 | 250 |
| well taps | 229 | 287 |
| multi-input cells | 748 | 5080 |
| repair buffers | 138 | 1100 |
==> per-layer routing <==
metal  up-vias  GRT usage  share of wire
li1       3595          -              -
met2       131      0.292           0.43
met5         -          0              0
met1      3165      0.334           0.52
met4         0     0.0232          0.011
met3        14     0.0214          0.040
No activity file was given, so power comes from the tool's default toggle rates.
