==> flow/design.v <==
module uart_date_time_display(
    input wire clk,           
    input wire reset,         
    input wire rx,            
    output wire tx            
);
    wire [7:0] received_data;
    reg send_flag;
    wire data_ready;
    wire uart_ready;
    reg [4:0] char_index;     
    reg [7:0] date_time_data [0:19];   
    reg [7:0] tx_data;         
    uart_rx uart_rx_inst (
        .clk(clk),
        .reset(reset),
        .rx(rx),
        .data(received_data),
        .ready(data_ready)
    );
    uart_tx uart_tx_inst (
        .clk(clk),
        .reset(reset),
        .data(tx_data),
        .send(send_flag),
        .tx(tx),
        .ready(uart_ready)
    );
    initial begin
        date_time_data[0]  <= "3";
        date_time_data[1]  <= "0";
        date_time_data[2]  <= ".";
        date_time_data[3]  <= "0";
        date_time_data[4]  <= "7";
        date_time_data[5]  <= ".";
        date_time_data[6]  <= "2";
        date_time_data[7]  <= "0";
        date_time_data[8]  <= "2";
        date_time_data[9]  <= "4";
        date_time_data[10] <= " ";
        date_time_data[11] <= "2";
        date_time_data[12] <= "1";
        date_time_data[13] <= ":";
        date_time_data[14] <= "4";
        date_time_data[15] <= "7";
        date_time_data[16] <= ":";
        date_time_data[17] <= "5";
        date_time_data[18] <= "4";
        date_time_data[19] <= "\n";
    end
    always @(posedge clk or posedge reset) begin
        if (reset) begin
            send_flag <= 1'b0;
            char_index <= 5'b0;
            tx_data <= 8'b0;
        end else begin
            if (data_ready && !send_flag) begin
                if (received_data == "t") begin  
                    send_flag <= 1'b1;
                    char_index <= 0;
                end
            end
            if (send_flag && uart_ready) begin
                if (char_index < 20) begin
                    tx_data <= date_time_data[char_index];   
                    char_index <= char_index + 1;
                end else begin
                    send_flag <= 1'b0;   
                end
            end
        end
    end
endmodule
module uart_rx(
    input wire clk,           
    input wire reset,         
    input wire rx,            
    output reg [7:0] data,    
    output reg ready          
);
    parameter BAUD_RATE = 9600;
    parameter CLK_FREQ = 100000000;
    localparam BIT_PERIOD = CLK_FREQ / BAUD_RATE;
    localparam BIT_PERIOD_1_5 = (BIT_PERIOD * 3) / 2;
    reg [3:0] bit_index;
    reg [31:0] clk_counter;
    reg [9:0] rx_shift_reg;
    reg receiving;
    integer i = 1;
    always @(posedge clk or posedge reset) begin
        if (reset) begin
            data <= 8'b0;
            ready <= 1'b0;
            bit_index <= 4'b0;
            clk_counter <= 32'b0;
            rx_shift_reg <= 10'b0;
            receiving <= 1'b0;
        end else begin
            ready <= 1'b0;   
            if (!receiving) begin
                if (!rx) begin
                    receiving <= 1'b1;   
                end
            end else begin
                if (clk_counter < (BIT_PERIOD_1_5 - 1) && i) begin
                   clk_counter <= clk_counter + 1;
                end else if(clk_counter < BIT_PERIOD - 1)begin
                    clk_counter <= clk_counter + 1;
                end else begin
                    clk_counter <= 32'b0;
                    bit_index <= bit_index + 1;
                    rx_shift_reg <= {rx, rx_shift_reg[9:1]};
                    i = 0;
                    if (bit_index == 9) begin
                        data <= rx_shift_reg[8:1];
                        ready <= 1'b1;
                        receiving <= 1'b0;
                        bit_index <= 1'b0;
                        i =1;
                    end
                end
            end
        end
    end
endmodule
module uart_tx(
    input wire clk,           
    input wire reset,         
    input wire [7:0] data,    
    input wire send,          
    output wire tx,           
    output reg ready          
);
    parameter BAUD_RATE = 9600;
    parameter CLK_FREQ = 100000000;
    localparam BIT_PERIOD = CLK_FREQ / BAUD_RATE;
    reg [3:0] bit_index;
    reg [31:0] clk_counter;
    reg [9:0] tx_shift_reg;
    reg transmitting;
    always @(posedge clk or posedge reset) begin
        if (reset) begin
            tx_shift_reg <= 10'b1111111111;
            transmitting <= 1'b0;
            ready <= 1'b1;
            bit_index <= 4'b0;
            clk_counter <= 32'b0;
        end else begin
            if (ready && send) begin
                tx_shift_reg <= {1'b1, data, 1'b0};
                transmitting <= 1'b1;
                ready <= 1'b0;
            end
            if (transmitting) begin
                if (clk_counter == BIT_PERIOD - 1) begin
                    clk_counter <= 32'b0;
                    tx_shift_reg <= {1'b1, tx_shift_reg[9:1]};
                    bit_index <= bit_index + 1;
                    if (bit_index == 9) begin
                        transmitting <= 1'b0;
                        ready <= 1'b1;
                    end
                end else begin
                    clk_counter <= clk_counter + 1;
                end
            end
        end
    end
    assign tx = tx_shift_reg[0];
endmodule
==> flow/run.sh <==
#!/bin/bash
# OpenROAD 26Q1-2900-gdf79404cd8, Yosys 0.63+post, stock flow scripts
make -C /OpenROAD-flow-scripts/flow DESIGN_CONFIG=/design/flow/config.mk WORK_HOME=/design/flow/orfs finish
==> flow/config.mk <==
export PLATFORM = sky130hd
export DESIGN_NAME = uart_date_time_display
export DESIGN_NICKNAME = uart_date_time_display
export VERILOG_FILES = /design/flow/design.v
export SDC_FILE = /design/flow/constraint.sdc
export NUM_CORES = 4
export LEC_CHECK = 1
export CORE_UTILIZATION = 30
==> flow/constraint.sdc <==
current_design uart_date_time_display

set clk_period 3.3
set clk_io_pct 0.2

create_clock -name clk0 -period $clk_period [get_ports {clk}]

set non_clock_inputs [all_inputs -no_clocks]
set_input_delay [expr $clk_period * $clk_io_pct] -clock clk0 $non_clock_inputs
set_output_delay [expr $clk_period * $clk_io_pct] -clock clk0 [all_outputs]
==> results.json <==
{
  "grt_antenna_before_repair": 0,
  "power.share.combinational": 0.009,
  "cts_setup_buffers": 0,
  "cts-buffers-inserted": 17,
  "drt-wirelength-per-cell_um": 12.4,
  "grt_pass1_vias": 3740,
  "port_buffers": 3,
  "post_synth_main_area_contributors": "sky130_fd_sc_hd__dfrtp_1, sky130_fd_sc_hd__xnor2_1, sky130_fd_sc_hd__dfstp_2",
  "area_growth_pct": 16.7,
  "cap_viol_max_count": 0,
  "core_area_um2": 18000,
  "hold_violations": 0,
  "rsz0062_at_grt": "false",
  "syn-instance-count": 530,
  "post_synth_edffs": 1,
  "placed_cells_incl_taps": 749,
  "initial_utilization": 0.307,
  "clk-insertion-delay-late_ps": 400,
  "yosys-stat-cells": 530,
  "net_sw_power_mw": 0.643,
  "timing.critical_path.fanout_max": 12,
  "worstSetupPathType": "flip-flop to flip-flop",
  "post-synth-top-area-cell": "sky130_fd_sc_hd__dfrtp_1",
  "max-vdd-ir-drop_v": 0.000367,
  "drive_gt1_frac": 0.134,
  "grt.total_usage": 0.114,
  "ctsHoldBuffers": 0,
  "cts.htree.levels": 4,
  "die_h_um": 138,
  "cts_max_path_buffers": 2,
  "avgSynthCellArea_um2": 10.4,
  "cts.sink_count": 116,
  "p_seq_frac": 0.418,
  "numSynthFlops": 116,
  "post-synth-top-area-fraction": 0.471,
  "stage_log_warnings": 35,
  "worst_pin_slew_ps": 661,
  "grt_max_degree": 116,
  "setup_viol_count_final": 0,
  "pwr-share-clk": 0.573,
  "synth_chip_area_um2": 5530,
  "report.final.slew_viol_count": 0,
  "timing.clock.skew_ps": 10.2,
  "vias_per_cell": 4.86,
  "max_fclk_ghz": 0.386,
  "layout_top_cell": "sky130_fd_sc_hd__dfrtp_1",
  "finished_layout_cells": 781,
  "worst_slack_on_hold_paths_ps": 458,
  "finalSetupTns_ps": 0,
  "power_switching_share": 0.188,
  "hold_class": "flip-flop to flip-flop",
  "grt_first_pass_wirelength_mm": 17.1,
  "globalRoute.totalOverflow": 0,
  "drc_errors": 0,
  "p_leak_nw": 2.93,
  "final_wirelength_mm": 9.69,
  "clock_pin_slew_of_the_registers_on_the_worst_case_setup_and_hold_paths_ps": 50,
  "vias": 3796,
  "design.portCount": 4,
  "maxSlewHeadroom": 0.556,
  "seq_area_frac_synth": 0.529,
  "die.size.x_um": 138,
  "status": "finished clean",
  "synth_async_sr_flop_share": 0.991,
  "die_area_um2": 19000,
  "final_cell_mix": "sky130_fd_sc_hd__dfrtp_1, sky130_fd_sc_hd__nor2_1, sky130_fd_sc_hd__nand2_1, sky130_fd_sc_hd__xnor2_1, sky130_fd_sc_hd__nand3_1",
  "synth_warnings": 3,
  "power_per_cell_area_nw_per_um2": 530,
  "firstDrtPassIters": 4,
  "critical_path.startpoint_type": "flip-flop",
  "core.rowCount": 49,
  "critPathCaptureType": "flip-flop",
  "place_congestion": 0.838,
  "synth.cell_area_um2": 5530,
  "initialDrtViolationCount": 218,
  "hpwlAfterDp_mm": 6.12,
  "internal_portion_of_total_power_mw": 2.77,
  "clockRootBuffer": "sky130_fd_sc_hd__clkbuf_16",
  "postRouteAntennaNets": 0,
  "clock_tree_from_tritoncts": "built",
  "netlist-cell-type-count": 54,
  "crit_arrival_ps": 2880,
  "n_diodes": 0,
  "required_ps": 3590,
  "timing.final.crit_period_ps": 2590,
  "post_cts_resize_count": 0,
  "layout_worst_path_cycle_share": 0.784,
  "most_common_flop_cell_mapped_by_yosys": "sky130_fd_sc_hd__dfrtp_1"
}
[per-stage QoR]
stage | power, mW | utilization | instance area (um^2) | setup WS [ps]
3_5_place_dp | 1.49 | 0.322 | 5810 | 718
4_1_cts | 3.46 | 0.358 | 6450 | 704
6_report | 3.42 | 0.358 | 6450 | 712
3_3_place_gp | 1.48 | 0.322 | 5810 | 763
5_1_grt | 3.53 | 0.358 | 6450 | 534
2_1_floorplan | 1.47 | - | 5530 | 348
[cell type report]
class / count / area [um^2]
clock inverter: 8 / 146
fill: 1737 / 11600
multi-input combinational: 382 / 2470
tap: 229 / 287
timing repair buffer: 8 / 80.1
clock buffer: 24 / 492
inverter: 14 / 56.3
sequential: 116 / 2920
[cell usage after synthesis, types with 2 or more instances]
library cell	count
sky130_fd_sc_hd__a31oi_1	11
sky130_fd_sc_hd__nor2_1	70
sky130_fd_sc_hd__mux2_1	2
sky130_fd_sc_hd__a22o_1	3
sky130_fd_sc_hd__or3_1	2
sky130_fd_sc_hd__nor3_1	10
sky130_fd_sc_hd__mux2i_1	3
sky130_fd_sc_hd__buf_6	2
sky130_fd_sc_hd__o21ai_0	12
sky130_fd_sc_hd__a21oi_1	16
sky130_fd_sc_hd__nor2b_1	2
sky130_fd_sc_hd__ha_1	12
sky130_fd_sc_hd__nor4b_1	4
sky130_fd_sc_hd__dfrtp_1	104
sky130_fd_sc_hd__and3_1	11
sky130_fd_sc_hd__xor2_1	20
sky130_fd_sc_hd__nand2_1	56
sky130_fd_sc_hd__mux2_4	2
sky130_fd_sc_hd__nand3_1	26
sky130_fd_sc_hd__nand2b_1	3
sky130_fd_sc_hd__xnor2_1	35
sky130_fd_sc_hd__clkbuf_1	7
sky130_fd_sc_hd__and4_1	7
sky130_fd_sc_hd__dfstp_2	11
sky130_fd_sc_hd__nor4_1	9
sky130_fd_sc_hd__o2bb2ai_1	3
sky130_fd_sc_hd__mux2_2	15
sky130_fd_sc_hd__inv_1	14
sky130_fd_sc_hd__and2_1	7
sky130_fd_sc_hd__buf_2	7
sky130_fd_sc_hd__o22ai_1	3
sky130_fd_sc_hd__nand4_1	19
[power by group through the flow]
stage | sequential, mW | combinational [mW] | clock, mW
after CTS | 1.43 | 0.0352 | 2.00
final | 1.43 | 0.0323 | 1.96
after global routing | 1.43 | 0.0392 | 2.06
[per-layer routing]
metal	wire length (um)	GRT usage
met5	0	0
met1	4840	0.171
met2	4360	0.177
met4	110	0.0175
met3	371	0.0278
[critical path, cell delays in order, from the launching register on]
cell                        delay, ps
sky130_fd_sc_hd__dfrtp_1          420
sky130_fd_sc_hd__ha_1             300
sky130_fd_sc_hd__a311oi_2         280
sky130_fd_sc_hd__and4bb_1         270
sky130_fd_sc_hd__a2111oi_4        420
sky130_fd_sc_hd__a211oi_4         160
sky130_fd_sc_hd__buf_4            210
sky130_fd_sc_hd__nand2_1           70
sky130_fd_sc_hd__mux2_2           320
[logic make-up (layout without fill, tap and decap cells)]
logic type | after synthesis | in the layout | share of synthesized area
mux | 22 | 22 | 0.0455
flops | 116 | 116 | 0.529
simple gates | 235 | 235 | 0.211
xor+xnor | 55 | 55 | 0.0872
compound gates | 58 | 58 | 0.0738
buf+inv | 32 | 54 | 0.0263
fa+ha+maj | 12 | 12 | 0.0272
[path summary, 6_finish.rpt]
path | start | to | slack [ps] | depth (start not counted)
max | uart_rx_inst.clk_counter[0]$_DFFE_PP0P_ | uart_rx_inst.bit_index[1]$_DFFE_PP0P_ | 710 | 8
min | uart_tx_inst.tx_shift_reg[9]$_DFF_PP1_ | uart_tx_inst.tx_shift_reg[8]$_DFF_PP1_ | 460 | 2
max reg2reg | uart_rx_inst.clk_counter[0]$_DFFE_PP0P_ | uart_rx_inst.bit_index[1]$_DFFE_PP0P_ | 710 | 8
min reg2reg | uart_tx_inst.tx_shift_reg[9]$_DFF_PP1_ | uart_tx_inst.tx_shift_reg[8]$_DFF_PP1_ | 460 | 2
max in group asynchronous | reset | char_index[1]$_DFF_PP0_ | 2020 | 3
min in group asynchronous | reset | tx_data[1]$_DFFE_PP0P_ | 840 | 3
No activity file was given, so power comes from the tool's default toggle rates.
